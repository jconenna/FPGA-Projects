File: design.v
module key2ascii
	(
		input wire letter_case,
		input wire [7:0] scan_code,
		output reg [7:0] ascii_code
	);
always @*
	begin
	if(letter_case == 1'b1)   
		begin
		case(scan_code)
			8'h45: ascii_code = 8'h29;    
			8'h16: ascii_code = 8'h21;    
			8'h1e: ascii_code = 8'h40;    
			8'h26: ascii_code = 8'h23;    
			8'h25: ascii_code = 8'h24;    
			8'h2e: ascii_code = 8'h25;    
			8'h36: ascii_code = 8'h5E;    
			8'h3d: ascii_code = 8'h26;    
			8'h3e: ascii_code = 8'h2A;    
			8'h46: ascii_code = 8'h28;    
			8'h1c: ascii_code = 8'h41;    
			8'h32: ascii_code = 8'h42;    
			8'h21: ascii_code = 8'h43;    
			8'h23: ascii_code = 8'h44;    
			8'h24: ascii_code = 8'h45;    
			8'h2b: ascii_code = 8'h46;    
			8'h34: ascii_code = 8'h47;    
			8'h33: ascii_code = 8'h48;    
			8'h43: ascii_code = 8'h49;    
			8'h3b: ascii_code = 8'h4A;    
			8'h42: ascii_code = 8'h4B;    
			8'h4b: ascii_code = 8'h4C;    
			8'h3a: ascii_code = 8'h4D;    
			8'h31: ascii_code = 8'h4E;    
			8'h44: ascii_code = 8'h4F;    
			8'h4d: ascii_code = 8'h50;    
			8'h15: ascii_code = 8'h51;    
			8'h2d: ascii_code = 8'h52;    
			8'h1b: ascii_code = 8'h53;    
			8'h2c: ascii_code = 8'h54;    
			8'h3c: ascii_code = 8'h55;    
			8'h2a: ascii_code = 8'h56;    
			8'h1d: ascii_code = 8'h57;    
			8'h22: ascii_code = 8'h58;    
			8'h35: ascii_code = 8'h59;    
			8'h1a: ascii_code = 8'h5A;    
			8'h0e: ascii_code = 8'h7E;    
			8'h4e: ascii_code = 8'h5F;    
			8'h55: ascii_code = 8'h2B;    
			8'h54: ascii_code = 8'h7B;    
			8'h5b: ascii_code = 8'h7D;    
			8'h5d: ascii_code = 8'h7C;    
			8'h4c: ascii_code = 8'h3A;    
			8'h52: ascii_code = 8'h22;    
			8'h41: ascii_code = 8'h3C;    
			8'h49: ascii_code = 8'h3E;    
			8'h4a: ascii_code = 8'h3F;    
			8'h29: ascii_code = 8'h20;    
			8'h5a: ascii_code = 8'h0D;    
			8'h66: ascii_code = 8'h08;    
			8'h0D: ascii_code = 8'h09;    
			default: ascii_code = 8'h2A;  
		endcase
		end
	else    
		begin
		case(scan_code)
			8'h45: ascii_code = 8'h30;    
			8'h16: ascii_code = 8'h31;    
			8'h1e: ascii_code = 8'h32;    
			8'h26: ascii_code = 8'h33;    
			8'h25: ascii_code = 8'h34;    
			8'h2e: ascii_code = 8'h35;    
			8'h36: ascii_code = 8'h36;    
			8'h3d: ascii_code = 8'h37;    
			8'h3e: ascii_code = 8'h38;    
			8'h46: ascii_code = 8'h39;    
			8'h1c: ascii_code = 8'h61;    
			8'h32: ascii_code = 8'h62;    
			8'h21: ascii_code = 8'h63;    
			8'h23: ascii_code = 8'h64;    
			8'h24: ascii_code = 8'h65;    
			8'h2b: ascii_code = 8'h66;    
			8'h34: ascii_code = 8'h67;    
			8'h33: ascii_code = 8'h68;    
			8'h43: ascii_code = 8'h69;    
			8'h3b: ascii_code = 8'h6A;    
			8'h42: ascii_code = 8'h6B;    
			8'h4b: ascii_code = 8'h6C;    
			8'h3a: ascii_code = 8'h6D;    
			8'h31: ascii_code = 8'h6E;    
			8'h44: ascii_code = 8'h6F;    
			8'h4d: ascii_code = 8'h70;    
			8'h15: ascii_code = 8'h71;    
			8'h2d: ascii_code = 8'h72;    
			8'h1b: ascii_code = 8'h73;    
			8'h2c: ascii_code = 8'h74;    
			8'h3c: ascii_code = 8'h75;    
			8'h2a: ascii_code = 8'h76;    
			8'h1d: ascii_code = 8'h77;    
			8'h22: ascii_code = 8'h78;    
			8'h35: ascii_code = 8'h79;    
			8'h1a: ascii_code = 8'h7A;    
			8'h0e: ascii_code = 8'h60;    
			8'h4e: ascii_code = 8'h2D;    
			8'h55: ascii_code = 8'h3D;    
			8'h54: ascii_code = 8'h5B;    
			8'h5b: ascii_code = 8'h5D;    
			8'h5d: ascii_code = 8'h5C;    
			8'h4c: ascii_code = 8'h3B;    
			8'h52: ascii_code = 8'h27;    
			8'h41: ascii_code = 8'h2C;    
			8'h49: ascii_code = 8'h2E;    
			8'h4a: ascii_code = 8'h2F;    
			8'h29: ascii_code = 8'h20;    
			8'h5a: ascii_code = 8'h0D;    
			8'h66: ascii_code = 8'h08;    
			8'h0D: ascii_code = 8'h09;    
			default: ascii_code = 8'h2A;  
		endcase
		end
	end
endmodule
module key2uart
	(	
		input wire clk, reset,
		input wire ps2d, ps2c,
		output wire tx
	);
	wire [7:0] scan_code, ascii_code;
	wire scan_code_ready;
	wire letter_case;
	reg  [7:0] r_reg;                        
	wire [7:0] r_next;                       
	wire tick;                               
	keyboard kb_unit (.clk(clk), .reset(reset), .ps2d(ps2d), .ps2c(ps2c),
			 .scan_code(scan_code), .scan_code_ready(scan_code_ready), .letter_case_out(letter_case));
	uart_tx tx_unit (.clk(clk), .reset(reset), .tx_start(scan_code_ready),
			.baud_tick(tick), .tx_data(ascii_code), .tx_done_tick(), .tx(tx));
	key2ascii k2a_unit (.letter_case(letter_case), .scan_code(scan_code), .ascii_code(ascii_code));
	always @(posedge clk, posedge reset)
		if(reset)
			r_reg <= 0;
		else
			r_reg <= r_next;
	assign r_next = r_reg == 163 ? 0 : r_reg + 1;
	assign tick = r_reg == 163 ? 1 : 0;
endmodule
module keyboard
    (
	input wire clk, reset,
        input wire ps2d, ps2c,                
        output wire [7:0] scan_code,          
        output wire scan_code_ready,          
        output wire letter_case_out           
    );
    localparam  BREAK    = 8'hf0,  
                SHIFT1   = 8'h12,  
                SHIFT2   = 8'h59,  
                CAPS     = 8'h58;  
    localparam [2:0] lowercase          = 3'b000,  
                     ignore_break       = 3'b001,  
                     shift              = 3'b010,  
                     ignore_shift_break = 3'b011,  
		     capslock           = 3'b100,  
		     ignore_caps_break  = 3'b101;  
    reg [2:0] state_reg, state_next;            
    wire [7:0] scan_out;                        
    reg got_code_tick;                          
    wire scan_done_tick;                        
    reg letter_case;                            
    reg [7:0] shift_type_reg, shift_type_next;  
    reg [1:0] caps_num_reg, caps_num_next;      
    ps2_rx ps2_rx_unit (.clk(clk), .reset(reset), .rx_en(1'b1), .ps2d(ps2d), .ps2c(ps2c), .rx_done_tick(scan_done_tick), .rx_data(scan_out));
    always @(posedge clk, posedge reset)
        if (reset)
			begin
			state_reg      <= lowercase;
			shift_type_reg <= 0;
			caps_num_reg   <= 0;
			end
        else
			begin    
                        state_reg      <= state_next;
			shift_type_reg <= shift_type_next;
			caps_num_reg   <= caps_num_next;
			end
    always @*
        begin
        got_code_tick   = 1'b0;
	letter_case     = 1'b0;
	caps_num_next   = caps_num_reg;
        shift_type_next = shift_type_reg;
        state_next      = state_reg;
        case(state_reg)
            lowercase:
                begin  
                if(scan_done_tick)                                                                     
		    begin
		    if(scan_out == SHIFT1 || scan_out == SHIFT2)                                       
		        begin
			shift_type_next = scan_out;                                                    
			state_next = shift;                                                            
			end
		    else if(scan_out == CAPS)                                                          
		        begin
			caps_num_next = 2'b11;                                                         
			state_next = capslock;                                                         
			end
		    else if (scan_out == BREAK)                                                        
			state_next = ignore_break;                                                     
		    else                                                                               
			got_code_tick = 1'b1;                                                          
		    end	
                end
            ignore_break:
                begin
                if(scan_done_tick)                                                                     
                    state_next = lowercase;                                                            
                end
            shift:
                begin
                letter_case = 1'b1;                                                                    
                if(scan_done_tick)                                                                     
			begin
			if(scan_out == BREAK)                                                              
			    state_next = ignore_shift_break;                                               
			else if(scan_out != SHIFT1 && scan_out != SHIFT2 && scan_out != CAPS)              
			    got_code_tick = 1'b1;                                                          
			end
		end
	     ignore_shift_break:
	         begin
		 if(scan_done_tick)                                                                 
		     begin
		     if(scan_out == shift_type_reg)                                                 
		         state_next = lowercase;                                                    
		     else                                                                           
			 state_next = shift;
		     end
		 end  
	     capslock:
	         begin
		 letter_case = 1'b1;                                                                
		 if(caps_num_reg == 0)                                                              
		     state_next = lowercase;                                                    
		 if(scan_done_tick)                                                                 
		     begin 
		     if(scan_out == CAPS)                                                           
		         caps_num_next = caps_num_reg - 1;                                          
		     else if(scan_out == BREAK)                                                     
			 state_next = ignore_caps_break;
		     else if(scan_out != SHIFT1 && scan_out != SHIFT2)                              
			 got_code_tick = 1'b1;                                                      
		     end
		 end
		 ignore_caps_break:
		     begin
		     if(scan_done_tick)                                                                 
		         begin
			 if(scan_out == CAPS)                                                           
			     caps_num_next = caps_num_reg - 1;                                          
			 state_next = capslock;                                                         
			 end
		     end
        endcase
        end
    assign letter_case_out = letter_case; 
    assign scan_code_ready = got_code_tick;
    assign scan_code = scan_out;
endmodule
module ps2_rx
	(
		input wire clk, reset, 
		input wire ps2d, ps2c, rx_en,     
		output reg rx_done_tick,          
		output wire [7:0] rx_data         
	);
	localparam 
		idle = 1'b0,
		rx   = 1'b1;
	reg state_reg, state_next;           
	reg [7:0] filter_reg;                
	wire [7:0] filter_next;              
	reg f_val_reg;                       
	wire f_val_next;                     
	reg [3:0] n_reg, n_next;             
	reg [10:0] d_reg, d_next;            
	wire neg_edge;                       
	always @(posedge clk, posedge reset)
		if (reset)
			begin
			filter_reg <= 0;
			f_val_reg  <= 0;
			end
		else
			begin
			filter_reg <= filter_next;
			f_val_reg  <= f_val_next;
			end
	assign filter_next = {ps2c, filter_reg[7:1]};
	assign f_val_next = (filter_reg == 8'b11111111) ? 1'b1 :
			    (filter_reg == 8'b00000000) ? 1'b0 :
			    f_val_reg;
	assign neg_edge = f_val_reg & ~f_val_next;
	always @(posedge clk, posedge reset)
		if (reset)
			begin
			state_reg <= idle;
			n_reg <= 0;
			d_reg <= 0;
			end
		else
			begin
			state_reg <= state_next;
			n_reg <= n_next;
			d_reg <= d_next;
			end
	always @*
		begin
		state_next = state_reg;
		rx_done_tick = 1'b0;
		n_next = n_reg;
		d_next = d_reg;
		case (state_reg)
			idle:
				if (neg_edge & rx_en)                  
					begin
					n_next = 4'b1010;              
					state_next = rx;               
					end
			rx:                                            
				begin
				if (neg_edge)                          
					begin
					d_next = {ps2d, d_reg[10:1]};  
					n_next = n_reg - 1;            
					end
				if (n_reg==0)                          
                                        begin
					 rx_done_tick = 1'b1;          
					 state_next = idle;            
					 end
				end
		endcase
		end
	assign rx_data = d_reg[8:1];  
endmodule
module uart_tx
	(
		input wire clk, reset,
		input wire tx_start, baud_tick,    
		input wire [7:0] tx_data,          
		output reg tx_done_tick,           
		output wire tx                     
	);
	localparam [1:0]
		idle  = 2'b00,	 
		start = 2'b01,	 
		data  = 2'b10,	 
		stop  = 2'b11;     
	reg [1:0] state_reg, state_next;  
	reg [4:0] baud_reg, baud_next;    
	reg [4:0] n_reg, n_next;          
	reg [7:0] d_reg, d_next;          
	reg tx_reg, tx_next;              
	always @(posedge clk, posedge reset)
		if (reset)
			begin
			state_reg <= idle;
                        baud_reg  <= 0;
                        n_reg     <= 0;
                        d_reg     <= 0;
                        tx_reg    <= 1'b1;
			end
		else
			begin
                        state_reg <= state_next;
                        baud_reg  <= baud_next;
                        n_reg     <= n_next;
                        d_reg     <= d_next;
                        tx_reg    <= tx_next;
			end
	always @*
		begin
		state_next   = state_reg;
		tx_done_tick = 1'b0;
		baud_next    = baud_reg;
		n_next       = n_reg;
		d_next       = d_reg;
		tx_next      = tx_reg;
		case (state_reg)
			idle:                                      
				begin
				tx_next = 1'b1;
				if (tx_start)                       
					begin
					state_next = start;         
					baud_next  = 0;             
					d_next     = tx_data;       
				        end
                                end
			start:                                      
				begin
				tx_next = 1'b0;                     
				if(baud_tick)
					baud_next = baud_reg + 1;   
				else if(baud_reg == 16)             
					begin
					state_next = data;          
					baud_next  = 0;             
					n_next     = 0;             
					end
				end
			data:
				begin
				tx_next = d_reg[0];                 
				if(baud_tick)
					baud_next = baud_reg + 1;   
				else if(baud_reg == 16)             
					begin
					d_next    = d_reg >> 1;     
					baud_next = 0;              
					n_next    = n_reg + 1;      
					end
				else if(n_reg == 8)                 
					state_next = stop ;         
				end
			stop:                                       
				begin
				tx_next = 1'b1;                     
				if(baud_tick)
					baud_next = baud_reg + 1;   
				else if(baud_reg == 16)             
					begin
					state_next = idle;          
					tx_done_tick = 1'b1;        
					end
				end
		endcase
		end
	assign tx = tx_reg;
endmodule
File: run.sh
#!/bin/bash
# OpenROAD 26Q1-2900-gdf79404cd8, Yosys 0.63+post, stock flow scripts
make -C /OpenROAD-flow-scripts/flow DESIGN_CONFIG=/design/flow/config.mk WORK_HOME=/design/flow/orfs finish
File: config.mk
export PLATFORM = sky130hd
export DESIGN_NAME = key2uart
export DESIGN_NICKNAME = key2uart
export VERILOG_FILES = /design/flow/design.v
export SDC_FILE = /design/flow/constraint.sdc
export NUM_CORES = 4
export LEC_CHECK = 1
export CORE_UTILIZATION = 40
File: constraint.sdc
current_design key2uart

set clk_period 3.4
set clk_io_pct 0.2

create_clock -name clk0 -period $clk_period [get_ports {clk}]

set non_clock_inputs [all_inputs -no_clocks]
set_input_delay [expr $clk_period * $clk_io_pct] -clock clk0 $non_clock_inputs
set_output_delay [expr $clk_period * $clk_io_pct] -clock clk0 [all_outputs]
==> reports/metrics.csv <==
metric,value,unit
timing_worst_slew_pin_value,0.7703,ns
finalCriticalPeriod,2.848,ns
timing.final.hold_violations,0,
synth.area.top_cells,"dfrtp_1 (36%), nand2_1 (4.8%), ha_1 (4.0%)",
seq_area_frac_synth,37.81,%
antenna_violating_nets_post_route,0,
crit_end,tx_unit.d_reg[0],
critical_path_required,3.61,ns
r2r_end,tx_unit.d_reg[0],
grt_overflow_total,0,
worst-endpoint-arrival,3.06,ns
cell_chosen_for_the_clock_root,clkbuf_16,
fp_util,41.91,%
number_of_cells_on_the_worst_hold_path,0,
synth_async_sr_flop_share,100.0,%
most_frequent_logic_cell_in_the_layout,dfrtp_1,
grt_max_degree,53,
cts_htree_levels,3,
maxSlewHeadroom,48.64,%
grt_antenna_before_repair,0,
finClkSkew,0.009956,ns
number_of_global_route_vias_before_repair,3815,
powerDensity,365.5,mW/mm^2
mostFrequentLayoutCells,"dfrtp_1 (67), nand2_1 (59), o21ai_0 (37)",
numPortBuffers,4,
clkLatencyLatePin,0.33,ns
syn_avg_cell_area,8.599,um^2
clkTransAtPathRegs,0.06,ns
core,0.01108,mm^2
max_freq,0.3511,GHz
area.growth.synth_to_final,9.593,%
post-route-drc-count,0,
post_cts_hold_buffer_count,0,
synth_cells,540,
die_x,109.7,um
aggregate_global_route_resource_usage,21.03,%
detail_route.antenna_diodes,0,
timing.max_cap.violations,0,
die_h,109.7,um
grt_first_pass_wirelength,19.39,mm
leakage,2.124,nW
timing.setup.critical_path_class,flop to flop,
edf_count,0,
post_dr_wirelength_cell,17.18,um
reg2reg_depth,8,
tns,0,ns
ys.flop_type,dfrtp_1,
openroad.warnings,32,
layout_worst_path_cycle_share,83.78,%
ys_warn_count,5,
ys_cells,540,
die-area,0.01204,mm^2
timing.critical_path.to_type,flop,
drt_first_pass_iters,5,
setup.reg_to_reg.worst_slack,0.55,ns
irDropWorstVdd,282.2,uV
dp_hpwl,7.748,mm
clock_sink_count,70,
maxSlewViolCount,0,
run_status,"finished, final reports clean",
synth_cell_type_count,73,
vias,4156,
worstPathCellList,"inv_1, ha_1, nor3b_1, a32oi_2, a41oi_2, a2111o_1, a21o_1, a22o_1",
cts_tree,yes,
drive_above_1_share,10.19,%
globalplace.congestion,0.9765,
worst-path-max-fanout,11,
ys_chip_area,0.004643,mm^2
pin_count,5,
cts_max_path_buffers,2,
largest_reg_flops,10,
r2r-start,kb_unit.ps2_rx_unit.d_reg[1],
critical_path.max_stage_delay,0.55,ns
ys_ff,70,
critical_path.slowest_cell,a2111o_1,
setup_repair_after_global_routing_missed_its_margin,false,
critical_path_launch_point_type,flop,
netlist_area,0.004643,mm^2
post_cts_resize_count,0,
tritoncts.num_buffers,9,
yosys.area.top_type,dfrtp_1,
detail_route.wirelength,11.51,mm
floorplan.rows,38,
crit_start,kb_unit.ps2_rx_unit.d_reg[1],
fin_util,45.93,%
hp-class,flop to flop,
yosysTopAreaCellShare,36.11,%
drt_iter0_drc,290,
post-cts-setup-buffer-count,0,
route.detailed.vias_per_inst,6.203,
setup_viol_count_final,0,
==> layout make-up <==
cell class | instances | area [um^2]
flip-flops and latches | 70 | 1755
well taps | 140 | 175.2
fillers | 1044 | 5989
inverters | 21 | 78.83
clock inverters | 6 | 87.58
multi-input cells | 409 | 2635
repair buffers | 14 | 127.6
clock buffers | 10 | 229.0
==> critical path, delay by kind of cell, from the launching register on <==
kind            cells  cell delay (ns)
compound gates      5             1.50
flops               1             0.54
fa+ha+maj           1             0.33
simple gates        1             0.19
buf+inv             1             0.17
==> cells by family (layout without fill, tap and decap cells) <==
family	after synthesis	in the layout	share of synthesized area, %
fa+ha+maj	15	15	4.042
flops	70	70	37.81
simple gates	203	203	23.07
mux	10	10	2.290
buf+inv	61	51	5.443
compound gates	167	167	24.71
xor+xnor	14	14	2.641
==> worst min-delay path by stage <==
stage / slack (ns) / from / to
final: 0.39 / kb_unit.ps2_rx_unit.filter_reg[4] / kb_unit.ps2_rx_unit.filter_reg[3]
after CTS: 0.39 / kb_unit.ps2_rx_unit.filter_reg[4] / kb_unit.ps2_rx_unit.filter_reg[3]
after global routing: 0.40 / kb_unit.ps2_rx_unit.filter_reg[4] / kb_unit.ps2_rx_unit.filter_reg[3]
==> layer usage <==
layer | global-route usage (%) | vias to the layer above | share of wire, %
li1 | - | 1983 | -
met1 | 34.39 | 1984 | 47
met2 | 29.07 | 167 | 43
met3 | 4.169 | 22 | 7.5
met4 | 5.429 | 0 | 2.2
met5 | 0 | - | 0
==> synth_stat cells, types with 3 or more instances <==
| master | number |
|---|---|
| nor3_1 | 3 |
| a31oi_1 | 12 |
| xor2_1 | 9 |
| inv_1 | 19 |
| nand2_1 | 59 |
| xnor2_1 | 5 |
| or2_2 | 8 |
| clkbuf_1 | 23 |
| nor3b_1 | 3 |
| a211o_1 | 4 |
| nor2_1 | 31 |
| o31ai_1 | 3 |
| nand4_1 | 13 |
| o211ai_1 | 9 |
| and3_1 | 5 |
| or4_1 | 4 |
| dfstp_2 | 3 |
| o21ai_0 | 37 |
| a21o_1 | 3 |
| nor2b_1 | 10 |
| nand2b_1 | 16 |
| and2_1 | 5 |
| a311oi_1 | 4 |
| mux2i_1 | 5 |
| a32oi_1 | 5 |
| buf_1 | 5 |
| nor4_1 | 6 |
| a211oi_1 | 7 |
| o21ai_1 | 8 |
| a41oi_1 | 3 |
| a21oi_1 | 31 |
| a221oi_1 | 4 |
| mux2_2 | 5 |
| a22o_1 | 9 |
| buf_2 | 10 |
| dfrtp_1 | 67 |
| nand3_1 | 26 |
| ha_1 | 15 |
| o311ai_0 | 6 |
==> report_power, final <==
part	internal (W)	leakage [nW]	switching (W)
clock network	0.000642	0.156	0.000351
registers	0.000839	0.921	0.00000399
logic	0.00000677	1.05	0.0000172
==> metrics by stage <==
step | instance area (um^2) | hold slack, ns | cells | worst slack [ns] | power (W)
after CTS | 5089 | 0.3886 | 670 | 0.5715 | 0.001885
after floorplan | 4643 | 0.3590 | 540 | 0.6770 | 0.0008709
after global placement | 4772 | 0.3672 | 654 | 0.7106 | 0.0008833
final | 5089 | 0.3905 | 670 | 0.5516 | 0.001860
after detailed placement | 4772 | 0.3803 | 654 | 0.6077 | 0.0008838
after global routing | 5089 | 0.3976 | 670 | 0.3313 | 0.001923
Power and IR drop assume default switching activity.
