==> flow/design.v <==
module bin2bcd
   (
    input wire clk, reset,
    input wire start,
    input wire [13:0] bin,
    output reg ready, done_tick,
    output wire [3:0] bcd3, bcd2, bcd1, bcd0
   );
   localparam [1:0]
      idle = 2'b00,
      op   = 2'b01,
      done = 2'b10;
   reg [1:0] state_reg, state_next;
   reg [13:0] p2s_reg, p2s_next;
   reg [3:0] n_reg, n_next;
   reg [3:0] bcd3_reg, bcd2_reg, bcd1_reg, bcd0_reg;
   reg [3:0] bcd3_next, bcd2_next, bcd1_next, bcd0_next;
   wire [3:0] bcd3_tmp, bcd2_tmp, bcd1_tmp, bcd0_tmp;
   always @(posedge clk, posedge reset)
      if (reset)
         begin
            state_reg <= idle;
            p2s_reg <= 0;
            n_reg <= 0;
            bcd3_reg <= 0;
            bcd2_reg <= 0;
            bcd1_reg <= 0;
            bcd0_reg <= 0;
         end
      else
         begin
            state_reg <= state_next;
            p2s_reg <= p2s_next;
            n_reg <= n_next;
            bcd3_reg <= bcd3_next;
            bcd2_reg <= bcd2_next;
            bcd1_reg <= bcd1_next;
            bcd0_reg <= bcd0_next;
         end
   always @*
   begin
      state_next = state_reg;
      ready = 1'b0;
      done_tick = 1'b0;
      p2s_next = p2s_reg;
      bcd0_next = bcd0_reg;
      bcd1_next = bcd1_reg;
      bcd2_next = bcd2_reg;
      bcd3_next = bcd3_reg;
      n_next = n_reg;
      case (state_reg)
         idle:
            begin
               ready = 1'b1;
               if (start)
                  begin
                     state_next = op;
                     bcd3_next = 0;
                     bcd2_next = 0;
                     bcd1_next = 0;
                     bcd0_next = 0;
                     n_next = 4'b1110;  
                     p2s_next = bin;    
                     state_next = op;
                  end
            end
         op:
            begin
               p2s_next = p2s_reg << 1;
               bcd0_next = {bcd0_tmp[2:0], p2s_reg[13]};
               bcd1_next = {bcd1_tmp[2:0], bcd0_tmp[3]};
               bcd2_next = {bcd2_tmp[2:0], bcd1_tmp[3]};
               bcd3_next = {bcd3_tmp[2:0], bcd2_tmp[3]};
               n_next = n_reg - 1;
               if (n_next==0)
                   state_next = done;
            end
         done:
            begin
               done_tick = 1'b1;
               state_next = idle;
            end
         default: state_next = idle;
      endcase
   end
   assign bcd0_tmp = (bcd0_reg > 4) ? bcd0_reg+3 : bcd0_reg;
   assign bcd1_tmp = (bcd1_reg > 4) ? bcd1_reg+3 : bcd1_reg;
   assign bcd2_tmp = (bcd2_reg > 4) ? bcd2_reg+3 : bcd2_reg;
   assign bcd3_tmp = (bcd3_reg > 4) ? bcd3_reg+3 : bcd3_reg;
   assign bcd0 = bcd0_reg;
   assign bcd1 = bcd1_reg;
   assign bcd2 = bcd2_reg;
   assign bcd3 = bcd3_reg;
endmodule
module displayMuxBasys
	( 
	  input wire clk,                              
	  input wire [3:0] hex3, hex2, hex1, hex0,     
	  input wire [3:0] dp_in,                      
	  output reg [3:0] an,                         
	  output reg [7:0] sseg                        
	);
	localparam N = 18;
	reg [N-1:0] q_reg;
	wire [N-1:0] q_next;
	reg [3:0] hex_in;
	reg dp;
	always @(posedge clk)
         q_reg <= q_next; 
	assign q_next = q_reg + 1;
	always @*
	   case (q_reg[N-1:N-2])
		2'b00:
		      begin 
		      an = 4'b1110;
                      hex_in = hex0;
		      dp = dp_in[0];
                      end
		2'b01:
		      begin 
		      an = 4'b1101;
                      hex_in = hex1;
		      dp = dp_in[1];
                      end
		2'b10:
		     begin 
		     an = 4'b1011;
                     hex_in = hex2;
		     dp = dp_in[2];
                     end	
                2'b11:				
                     begin 
		     an = 4'b0111;
                     hex_in = hex3;
	             dp = dp_in[3];
                     end	
                default:
                     begin 
                     an = 4'b1111;
	             dp = 1'b1;
                     end
          endcase 			
	always @*
            begin 
            case(hex_in)
	       4'h0: sseg[6:0] = 7'b0000001;
	       4'h1: sseg[6:0] = 7'b1001111;
	       4'h2: sseg[6:0] = 7'b0010010;
	       4'h3: sseg[6:0] = 7'b0000110;
	       4'h4: sseg[6:0] = 7'b1001100;
	       4'h5: sseg[6:0] = 7'b0100100;
	       4'h6: sseg[6:0] = 7'b0100000;
	       4'h7: sseg[6:0] = 7'b0001111;
	       4'h8: sseg[6:0] = 7'b0000000;
	       4'h9: sseg[6:0] = 7'b0000100;
	       4'ha: sseg[6:0] = 7'b0001000;
	       4'hb: sseg[6:0] = 7'b1100000;
	       4'hc: sseg[6:0] = 7'b0110001;
	       4'hd: sseg[6:0] = 7'b1000010;
	       4'he: sseg[6:0] = 7'b0110000;
	       default: sseg[6:0] = 7'b0111000;  
	    endcase 
        sseg[7] = dp;
        end 
endmodule 
module reactionTimer
    (
      input wire clk,
      input wire clear, start, stop,
      output wire led,
      output wire [3:0] an,
      output wire [7:0] sseg
    );
    reg [5:0] random_counter_reg;        
    wire [5:0] random_counter_next; 
    reg [15:0] ms_counter_reg;           
    wire [15:0] ms_counter_next;
    reg [13:0] reaction_timer_reg;       
    wire [13:0] reaction_timer_next;
    reg [28:0] countdown_timer_reg;      
    wire [28:0] countdown_timer_next;
    wire ms_tick;                        
    reg ms_go;                           
    wire countdown_done;                 
    reg countdown_go;                    
    reg [1:0] state_reg, state_next;     
    reg bin2bcd_start;                   
    wire [3:0] bcd3, bcd2, bcd1, bcd0;   
    reg led_state;                       
    always @(posedge clk, posedge clear)
	if(clear)  
	  begin
	  random_counter_reg   <= 7'b0;
	  ms_counter_reg       <= 16'b0;
	  reaction_timer_reg   <= 14'b0;
	  countdown_timer_reg  <= 30'b0;
          end
        else
	  begin
	  random_counter_reg  <= random_counter_next;
	  ms_counter_reg      <= ms_counter_next;
	  reaction_timer_reg  <= reaction_timer_next; 
	  countdown_timer_reg <= countdown_timer_next;
	  end
    assign random_counter_next = (random_counter_reg < 7'b0110010) ? random_counter_reg + 1 : 7'b0001111; 
    assign ms_counter_next = (ms_go && ms_counter_reg < 50000) ? ms_counter_reg + 1 :  
	                     (ms_counter_reg == 50000) ? 16'b0 : ms_counter_reg;
    assign ms_tick = (ms_counter_reg == 50000) ? 1'b1 : 1'b0; 
    assign reaction_timer_next = (ms_tick && reaction_timer_reg < 9999) ? reaction_timer_reg + 1 : reaction_timer_reg; 
	 assign countdown_timer_next = (countdown_go && countdown_timer_reg > 0) ? countdown_timer_reg - 1 :
	                               start ? random_counter_reg * 10000000 : countdown_timer_reg;
    assign countdown_done = (countdown_timer_reg == 0) ? 1'b1 : 1'b0;
    localparam [1:0] idle   = 2'b00,   
	             load   = 2'b01,   
	             timing = 2'b10,   
	             w2c    = 2'b11;   
    always @(posedge clk, posedge clear)
        if (clear)
           state_reg <= idle;
        else
           state_reg <= state_next;
    always @*
        begin
        state_next = state_reg;
        ms_go = 1'b0;
        countdown_go = 1'b0;
        bin2bcd_start = 1'b0;
        led_state = 1'b0;
        case (state_reg)
             idle:
		  begin 
		  if (start)                     
		  state_next = load;         
		  end
	     load:
	          begin
	          countdown_go = 1'b1;            
	          if (countdown_done)             
	          state_next = timing;     
                  end
            timing:
                  begin 
                  ms_go = 1'b1;                
		  led_state = 1'b1;            
                  if (stop)                    
		     begin
		     state_next = w2c;      
		     bin2bcd_start = 1'b1;  
		     end
	          end
	     w2c:       
	         begin 
	         end
	endcase
	end      
    bin2bcd b2b_unit (.clk(clk), .reset(clear), .start(bin2bcd_start), .bin(reaction_timer_reg), .ready(), .done_tick(), .bcd3(bcd3), .bcd2(bcd2), .bcd1(bcd1), .bcd0(bcd0));
    displayMuxBasys disp_unit (.clk(clk), .hex3(bcd3), .hex2(bcd2), .hex1(bcd1), .hex0(bcd0), .dp_in(4'b0111), .an(an), .sseg(sseg));	 
    assign led = led_state;  
endmodule 
==> flow/run.sh <==
#!/bin/bash
# OpenROAD 26Q1-2900-gdf79404cd8, Yosys 0.63+post, stock flow scripts
make -C /OpenROAD-flow-scripts/flow DESIGN_CONFIG=/design/flow/config.mk WORK_HOME=/design/flow/orfs finish
==> flow/config.mk <==
export PLATFORM = sky130hd
export DESIGN_NAME = reactionTimer
export DESIGN_NICKNAME = reactionTimer
export VERILOG_FILES = /design/flow/design.v
export SDC_FILE = /design/flow/constraint.sdc
export NUM_CORES = 4
export LEC_CHECK = 1
export CORE_UTILIZATION = 40
==> flow/constraint.sdc <==
current_design reactionTimer

set clk_period 5.6
set clk_io_pct 0.2

create_clock -name clk0 -period $clk_period [get_ports {clk}]

set non_clock_inputs [all_inputs -no_clocks]
set_input_delay [expr $clk_period * $clk_io_pct] -clock clk0 $non_clock_inputs
set_output_delay [expr $clk_period * $clk_io_pct] -clock clk0 [all_outputs]
==> flow_summary.yaml <==
# flow metrics
outcome:
  outcome: "completed"
drt:
  num_vias: 5948
  diodes: 0
  first_iter_violations: 324
  routed_wirelength_mm: 15.8
  wl_per_cell_um: 13.9
  viasPerCell: 5.24
  first_pass_iters: 6
  drc: 0
  ant_nets: 0
synth:
  synth.yosys.warnings: 3
  synth_flops: 124
  synth_seq_share: 0.389
  mux_share: 0.0326
  avgSynthCellArea_um2: 9.13
  xor_area_frac: 0.0679
  synth_adder_area_share: 0.129
  async_reset_ff_frac: 0.855
  aoi_share: 0.151
  synth_area_um2: 7740
  edf_count: 0
  syn_inst: 848
  synth_cell_types: 62
  ys.flop_type: "dfrtp_1"
  synth.cellmix.simpleShare: 0.184
  ys_area_um2: 7740
  synth.comb.largest_family: "simple AND/OR/NAND/NOR gates"
  yosys-stat-cells: 848
clock_network:
  clk_pin_slew_ns: 0.06
  cts_post_setup_buffers_inserted: 0
  cts_tree: "built"
  clockRootBuffer: "clkbuf_16"
  numCtsBuffers: 17
  clockBufferDepth: 2
  clock_latency_ns: 0.41
  cts_max_level: 4
  clkSinkCount: 124
  holdBufCountCts: 0
  cts_resized: 0
placement:
  io_buffers: 16
  routabilityCongestion: 0.834
  dp_hpwl_mm: 11.3
pwr:
  p_leak_nw: 3.69
  p_total_w: 0.00214
  ir_worst_vdd_mv: 0.223
  p_per_area_nw_per_um2: 245
timing:
  max_freq_mhz: 250
  setup_viol: 0
  hold_viol_final: 0
  tns_ns: 0
  finalClockPeriodUsage: 0.715
  skew_ns: 0.00684
  slew_headroom: 0.524
  worst_pin_slew_ns: 0.715
  drv_slew: 0
  rsz0062_at_grt: "no"
  fin_crit_ns: 4.00
flow_run:
  maxCapViolCount: 0
  tool_warnings: 36
floorplanning:
  die_width_um: 141
  ios: 17
  die_height_um: 141
  coreArea_um2: 18800
  rows: 50
  chip_area_um2: 19900
  fp_util: 0.411
worst_setup_path:
  endpoint_kind: "register"
  worstPathCellList: "ha_1 -> inv_1 -> fa_1 -> inv_1 -> fa_1 -> ha_1 -> a211oi_1 -> o21bai_1 -> a2111oi_0 -> o31ai_1 -> or3_1 -> a31oi_1 -> a211oi_1"
  slowest_delay_ns: 0.56
  critical_path_class: "register to register"
  cp-start-kind: "register"
  cpMaxStageDelayCell: "a2111oi_0"
  critPathRequiredTime_ns: 5.89
  cp_max_fo: 7
  crit_arrival_ns: 4.29
global_routing:
  antenna_found_initial: 0
  grt_pass1_wl_mm: 27.9
  grt_pass1_vias: 5529
  grt_overflow_total: 0
  gr-usage-all-layers: 0.178
  grt_start_max_net_pins: 55
cells_and_area:
  largest_reg_flops: 29
  syn2layout_area_growth_pct: 12.6
  fillers: 1731
  postLayoutCoreUtil: 0.463
  layout_top_cell: "nand2_1"
  drive_above_1_share: 0.0674
  lay_top_cells: "nand2_1 (108), dfrtp_1 (104), o21ai_0 (67)"
worst_hold_path:
  hp-class: "register to register"
-- logic make-up (layout without fill, tap and decap cells) --
family / Yosys count / count (layout)
xor+xnor: 60 / 60
flops: 124 / 124
compound gates: 188 / 188
simple gates: 292 / 292
mux: 20 / 20
buf+inv: 90 / 117
fa+ha+maj: 74 / 74
-- synth_stat cells, types with 8 or more instances --
cell type / count / share of area
a211oi_1: 14 / 0.014
nand4_1: 9 / 0.0073
inv_1: 61 / 0.030
nand3_1: 40 / 0.026
o31ai_1: 12 / 0.012
mux2i_1: 14 / 0.018
o22ai_1: 8 / 0.0065
xnor2_1: 44 / 0.050
nand2_1: 108 / 0.052
nand2b_1: 10 / 0.0081
nor3_1: 29 / 0.019
nor2_1: 43 / 0.021
fa_1: 10 / 0.026
and3_1: 10 / 0.0081
ha_1: 64 / 0.10
dfrtp_1: 104 / 0.34
o21ai_0: 67 / 0.043
xor2_1: 16 / 0.018
clkbuf_1: 24 / 0.012
a21oi_1: 34 / 0.022
a31oi_1: 9 / 0.0073
dfxtp_1: 18 / 0.047
-- stage by stage --
| step | cell area [um^2] | hold slack, ns | instances | setup WS (ns) |
|---|---|---|---|---|
| 2_1_floorplan | 7740 | 0.383 | 848 | 1.69 |
| 3_3_place_gp | 8170 | 0.396 | 1103 | 1.64 |
| 3_5_place_dp | 8170 | 0.402 | 1103 | 1.60 |
| 4_1_cts | 8720 | 0.420 | 1135 | 1.59 |
| 5_1_grt | 8720 | 0.431 | 1135 | 1.27 |
| 6_report | 8720 | 0.417 | 1135 | 1.60 |
-- critical path, delay by kind of cell, from the launching register on --
kind / cells / cell delay (ns)
DFF: 1 / 0.46
buffers and inverters: 2 / 0.11
AOI/OAI and AO/OA: 6 / 1.37
adders and majority gates: 4 / 1.60
and+or+nand+nor: 1 / 0.33
-- power by group --
| part | internal (W) | switching, W | leakage [nW] |
|---|---|---|---|
| registers | 0.000931 | 0.0000383 | 1.55 |
| logic | 0.0000590 | 0.000105 | 1.89 |
| clock network | 0.000591 | 0.000414 | 0.259 |
| total | 0.00158 | 0.000557 | 3.69 |
-- worst paths after layout --
kind	startpoint	slack, ns	end	cells after the start
worst max-delay path	random_counter_reg[3]$_DFF_PP0_	1.60	countdown_timer_reg[22]$_DFFE_PP0P_	13
worst min-delay path	disp_unit.q_reg[0]$_DFF_P_	0.42	disp_unit.q_reg[0]$_DFF_P_	1
max in group asynchronous	clear	3.25	b2b_unit.bcd1_reg[3]$_DFFE_PP0P_	3
worst max register to register	random_counter_reg[3]$_DFF_PP0_	1.60	countdown_timer_reg[22]$_DFFE_PP0P_	13
worst min register to register	disp_unit.q_reg[0]$_DFF_P_	0.42	disp_unit.q_reg[0]$_DFF_P_	1
min in group asynchronous	clear	1.18	ms_counter_reg[12]$_DFFE_PP0P_	2
-- routing by layer --
layer,GRT usage,routed length [um],vias up
li1,-,-,3032
met1,0.302,8260,2799
met2,0.253,6750,105
met3,0.0301,644,12
met4,0.0166,146,0
met5,0,0,-
-- area by class of cell --
cell class / instances / area, um^2 / share of cell area
timing repair buffer: 24 / 220 / 0.0253
clock inverter: 12 / 88.8 / 0.0102
tap: 260 / 325 / 0.0373
sequential: 124 / 3020 / 0.346
inverter: 61 / 231 / 0.0265
clock buffer: 20 / 457 / 0.0524
multi-input combinational: 634 / 4380 / 0.502
Power figures rest on the tool's default switching activity, not on a simulated workload.
