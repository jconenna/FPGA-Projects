===== config.mk =====
export PLATFORM = sky130hd
export DESIGN_NAME = squareWaveGenerator
export DESIGN_NICKNAME = squareWaveGenerator
export VERILOG_FILES = /design/flow/design.v
export SDC_FILE = /design/flow/constraint.sdc
export NUM_CORES = 4
export LEC_CHECK = 1
export CORE_UTILIZATION = 50

===== constraint.sdc =====
current_design squareWaveGenerator

set clk_period 9.0
set clk_io_pct 0.2

create_clock -name clk0 -period $clk_period [get_ports {clk}]

set non_clock_inputs [all_inputs -no_clocks]
set_input_delay [expr $clk_period * $clk_io_pct] -clock clk0 $non_clock_inputs
set_output_delay [expr $clk_period * $clk_io_pct] -clock clk0 [all_outputs]

===== design.v =====
module squareWaveGenerator
	(
		input wire clk,          
		input wire [7:0] sw,     
		output wire out,         
		output wire scope        
	);
	localparam cycles = 1200000;    
	localparam N = 26;              
	reg  [N-1:0] counter_reg;       
	wire [N-1:0] counter_next;      
        wire [3:0] m , n;               
	assign m = ~sw[7:4];            
	assign n = ~sw[3:0];            
	always @(posedge clk)                
            counter_reg <= counter_next;    
	assign counter_next = (counter_reg >= (cycles * (m + n)) - 1) ? 26'b0 : counter_reg + 1;
        assign out = (counter_reg < (cycles * m)) ? 1'b1 : 1'b0;	
	assign scope = out;
endmodule 

===== run.sh =====
#!/bin/bash
# OpenROAD 26Q1-2900-gdf79404cd8, Yosys 0.63+post, stock flow scripts
make -C /OpenROAD-flow-scripts/flow DESIGN_CONFIG=/design/flow/config.mk WORK_HOME=/design/flow/orfs finish

==> qor.yml <==
sta:
  finalWorstSetupSlack_ns: 0.347
  worst_pin_slew_ns: 0.869
  setup_viol: 0
  fmax_ghz: 0.116
  fin_skew_ns: 0.00529
  finalCriticalPeriod_ns: 8.65
  hold_violations: 0
  slew_headroom: 0.416
  hold_ws_ns: 0.553
  finalCritPeriodShare: 0.961
  report.final.slew_viol_count: 0
clock_network:
  root_buffer: "clkbuf_8"
  clk_pin_slew_ns: 0.08
  clock_latency_ns: 0.26
  cts_hold_buf: 0
  cts_inserted_buffers: 3
  clock_path_buffers: 2
  clock-sinks: 26
  cts_htree_levels: 1
  tritoncts: "yes"
synthesis:
  ff_type: "dfxtp_1"
  edf_count: 0
  ys_ff: 26
  synth.distinct_cells: 73
  synth-seq-area-share: 0.112
  synth_cells: 541
  synth_area_per_cell_um2: 8.55
  synthArstFlopShare: 0
  yosysChipArea_um2: 4630
  yosys_warnings: 1
  yosys_cells: 541
  synth_area_um2: 4630
critical_path:
  critPathMaxFanout: 5
  worst_ep_arrival_time_ns: 6.85
  crit_path_end_kind: "output pin"
  critical_path_class: "input pin to output pin"
  start_kind: "input pin"
  cp.required_ns: 7.20
route:
  num_vias: 3915
  remaining_drc_errors: 0
  wl_per_cell_um: 14.7
  firstDrtPassIters: 6
  ant_nets: 0
  wirelength_mm: 9.93
  first_iter_violations: 89
  antennaDiodeCount: 0
  avgViaCountPerCell: 5.80
power_and_ir_drop:
  max-vdd-ir-drop_uv: 302
  finalPower_mw: 1.50
  p_per_area_nw_per_um2: 296
  total_leakage_power_nw: 2.39
finish:
  area_delta_synth_final_pct: 9.57
  drive_above_1_share: 0.153
  largest_reg_flops: 26
floorplan:
  rows: 34
  die_area_um2: 9640
  fp.dieW_um: 98.2
  core_area_um2: 8850
  fp.dieH_um: 98.2
  fp_util: 0.523
  pin_count: 11
global_route:
  grtUsageTotal: 0.226
  antenna_found_initial: 0
  grt_max_degree: 25
  grt_pass1_wl_mm: 17.7
  grt_pass1_vias: 3807
  grt_overflow: 0
placed_design:
  hpwl_mm: 8.18
  gp_congestion: 0.876
  place_ws_ns: 0.112
  io_buffers: 10
status:
  outcome: "finished, final reports clean"
run:
  warnings: 35
  max_cap_violations: 0
hold_path:
  min_path_type: "register to register"
worst max-delay path: stages:
cell             delay, ns
clkdlybuf4s50_1       0.53
inv_1                 0.11
buf_4                 0.17
fa_2                  0.62
inv_1                 0.06
fa_1                  0.54
inv_1                 0.06
ha_1                  0.28
a21o_1                0.19
a21o_1                0.20
a21oi_1               0.18
o21bai_2              0.10
a21o_1                0.22
a21oi_1               0.18
xnor2_1               0.14
ha_1                  0.26
and4_1                0.23
a221oi_2              0.24
a211oi_1              0.12
nor2_1                0.14
clkdlybuf4s50_1       0.47
synthesized netlist by cell type (2+ instances only):
cell type	number	area [um^2]
clkbuf_1	6	22.5
o21bai_1	2	15.0
nand2b_1	7	43.8
nor3_1	7	35.0
mux2i_1	5	50.1
ha_1	88	1100
nor4_2	3	37.5
a31oi_1	5	31.3
a311o_1	2	20.0
xor2_1	23	201
o211ai_1	4	30.0
buf_6	4	45.0
nor2b_1	3	18.8
and2_4	2	17.5
and4_1	4	35.0
nor3_2	21	210
nor2_1	30	113
nand4b_1	2	17.5
o211a_1	2	20.0
nand3_1	21	105
a211oi_2	2	25.0
a21o_1	18	135
buf_4	2	15.0
buf_2	3	15.0
and3_1	7	43.8
inv_1	38	143
nor4_1	2	12.5
nand2_1	30	113
o311ai_0	2	17.5
and2_1	2	12.5
a211o_1	4	35.0
nand4_1	17	106
a211oi_1	9	67.6
dfxtp_1	26	521
a21oi_1	26	130
mux2_2	2	22.5
fa_1	13	260
xnor2_1	24	210
or3_1	6	37.5
a221oi_1	4	35.0
or2_2	4	25.0
o21a_1	7	52.6
o21ai_0	22	110
power by group:
group	leakage (nW)	internal [mW]	switching, mW
Clock	0.0216	0.0299	0.0344
Sequential	0.212	0.138	0.0314
Combinational	2.16	0.567	0.700
metal layers:
layer,track usage,part of all wire,vias to the layer above
li1,-,-,2051
met1,0.332,0.51,1810
met2,0.386,0.46,45
met3,0.00581,0.012,9
met4,0.0333,0.018,0
met5,0,0,-
layout make-up:
cell class                      count  area, um^2
Multi-Input combinational cell    461        3900
Fill cell                         807        3780
Sequential cell                    26         520
Timing Repair Buffer               39         330
Inverter                           38         146
Tap cell                          108         135
Clock buffer                        3        41.3
metrics by stage:
stage	cell area [um^2]	setup TNS (ns)	cells	util
after floorplan	4630	0	541	-
after global placement	4940	0	664	0.558
after detailed placement	4940	0	664	0.558
after CTS	4980	0	667	0.563
after global routing	5070	-0.178	675	0.573
final	5070	0	675	0.573
cell families (layout without fill, tap and decap cells):
family                   Yosys count  in the layout  synth area share
AND/OR/NAND/NOR                  177            177             0.233
AND-OR/OR-AND                    128            128             0.201
adder cells (fa/ha/maj)          102            102             0.296
buffers and inverters             54             80            0.0527
XOR/XNOR                          47             47            0.0890
flip-flops                        26             26             0.112
multiplexers                       7              7            0.0157
what timing repair did:
action / in CTS / in global routing
setup endpoints to repair: 0 / 17
buffers inserted: 0 / 8
gates resized: 0 / 8
placed cells by master (no fill, tap or decap), drive strengths merged, types with 5 or more instances in the layout:
cell           synthesis  routed
ha                    88      88
inv                   38      37
nand2                 30      30
nor2                  30      30
buf                   10      29
nor3                  28      28
a21oi                 27      27
dfxtp                 26      26
xnor2                 24      24
xor2                  23      23
o21ai                 23      23
nand3                 21      21
a21o                  19      19
nand4                 17      17
fa                    13      13
a211oi                11      11
clkdlybuf4s50          0      10
nand2b                 7       7
and3                   7       7
o21a                   7       7
or3                    6       6
a31oi                  6       6
nor4                   6       6
and2                   6       6
mux2i                  5       5
a211o                  5       5
path summary, 6_finish.rpt:
kind | startpoint | to | slack [ns] | cells past startpoint
setup / recovery | sw[5] | scope | 0.35 | 21
hold / removal | counter_reg[0] | counter_reg[0] | 0.55 | 1
setup reg to reg | counter_reg[15] | counter_reg[8] | 6.54 | 10
hold reg to reg | counter_reg[0] | counter_reg[0] | 0.55 | 1
Power and IR drop assume default switching activity.
